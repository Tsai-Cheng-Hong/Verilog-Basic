**./config.mk**
```make
export PLATFORM = sky130hd
export DESIGN_NAME = dec38_case
export DESIGN_NICKNAME = dec38_case
export VERILOG_FILES = /design/flow/design.v
export SDC_FILE = /design/flow/constraint.sdc
export NUM_CORES = 4
export LEC_CHECK = 1
export CORE_AREA = 10 10 70 70
export DIE_AREA = 0 0 80 80
```
**./constraint.sdc**
```tcl
current_design dec38_case

set clk_period 1.9
set clk_io_pct 0.2

create_clock -name clk0 -period $clk_period

set non_clock_inputs [all_inputs -no_clocks]
set_input_delay [expr $clk_period * $clk_io_pct] -clock clk0 $non_clock_inputs
set_output_delay [expr $clk_period * $clk_io_pct] -clock clk0 [all_outputs]
```
**./design.v**
```verilog
module dec38_case (Q,D);
input [7:0] Q;
output[2:0] D;
reg   [2:0] D;
always@ (Q)
  case(Q)
    8'b00000000 : D = 3'b000;
    8'b00000001 : D = 3'b001;
    8'b00000010 : D = 3'b010;
    8'b00000100 : D = 3'b011;
    8'b00001000 : D = 3'b100;
    8'b00010000 : D = 3'b101;
    8'b00100000 : D = 3'b110;
    8'b01000000 : D = 3'b111;
     default : D =8'b10000000;
   endcase
 endmodule
```
**./run.sh**
```bash
#!/bin/bash
# OpenROAD 26Q1-2900-gdf79404cd8, Yosys 0.63+post, stock flow scripts
make -C /OpenROAD-flow-scripts/flow DESIGN_CONFIG=/design/flow/config.mk WORK_HOME=/design/flow/orfs finish
```
==> summary.txt <==
core footprint - 3420 µm²
Hold Vio Cnt, Final - 0
Initial DRT Pass Iterations - 2
die y size - 80 µm
post-synth area from yosys stat - 163 µm²
clock buffers - 0
Syn Std Cell Area - 163 µm²
layout cells sized above 1 - 54.8%
arrival time worst endpoint - 1370 ps
Finished Layout Cells - 77
routability cong. - 0.705
wire per inst - 8.88 µm
Compound Share, Synth - 20.0%
vias in the first global route - 238
Hold Path Class - primary input to output pin
Final WS setup - 150 ps
worst-path cell chain - clkdlybuf4s15_2 > xnor2_1 > nor3_1 > o31a_1 > dlygate4sd2_1
Hold EP - D[1]
Syn Inst Count - 21
DP Wirelength - 533 µm
Worst EP required - 1520 ps
crit path launch type - primary input
max cap viols - 0
yosys adder share - 0%
yosys simple share - 50.0%
status - finished clean
Peak VDD IR - 0.0000234 V
Final Setup Violations - 0
crit path max fanout - 5
postcts setup bufs - 0
XOR/XNOR Area Share - 16.2%
vias per cell - 2.69
first-pass GRT wire length - 1210 µm
Post-synth top cells - nor4b_1 (4), nor3_1 (3), nor4_1 (3), xnor2_1 (3)
count leader, synth - nor4b_1
placed cell count - 77
max-slew violation count - 0
Max Fclk - 0.572 GHz
CP peak stage delay - 270 ps
Post-Route Utilization - 10.3%
Area Growth Syn to Fin - 115%
Leakage - 0.000118 µW
DRC - 0
Global Route Usage Sum - 2.26%
Cells on Worst Hold Path - 4
hold path startpoint - Q[7]
final worst path period share - 92.1%
leading area contributor after synthesis - nor4b_1
antenna viol nets, final - 0
registers - 0
Final min period - 1750 ps
Syn. warnings - 1
sequential share of the synthesized area - 0%
unrepaired setup endpoints after global routing - false
die width - 80 µm
ANT cells - 0
Post-synth area hogs - nor4b_1 (22%), xnor2_1 (16%), buf_6 (14%), nor4_1 (12%), o31a_1 (11%)
final wirelength - 684 µm
CP max-delay cell - o31a_1
Port Buf Inserts - 11
syn_area_per_cell - 7.75 µm²
total gr overflow - 0
PD cells - 143 nW/µm²
initial antenna violation count - 0
MUX area fraction - 0%
CP Capture Type - output pin
tool warnings - 32
worst setup path category - primary input to output pin
worst slew pin tran - 222 ps
Largest logic family - simple AND/OR/NAND/NOR gates
Synth top area share - 21.5%
Vias - 207
Init Core Util - 4.76%
distinct lib cells - 9
largest net degree at the start of global routing - 8
num rows - 21
Die Area - 6400 µm²
io pins - 11
fill count - 396
initial drt markers - 13
Hold Worst Slack - 1160 ps
setup TNS - 0 ps
ys cells - 21
Sequential cell area - 0 µm²
worst slack, placed - -422 ps
Worst slew margin - 85.0%
layout by cell type (no fill, tap or decap), drive strengths merged:
cell and count:
nor3 3, clkbuf 1, xnor2 3, nor4b 4, buf 5, o21a 1, o31a 2, a211oi 1
dlymetal6s2s 1, nor4 3, dlygate4sd2 2, nand2b 2, clkdlybuf4s15 3
critical path: cells and delay by family:
family	cells	cell delay [ps]
and+or+nand+nor	1	60
AOI/OAI and AO/OA	1	270
buffers and inverters	2	490
xor gates and xnor gates	1	170
stage by stage:
stage | power [µW] | cell area, µm²
floorplan | 21.6 | 163
global placement | 43.5 | 315
detailed placement | 45.8 | 315
CTS | 48.8 | 345
global route | 54.7 | 350
finish | 50.0 | 350
cell families after synthesis:
| kind of cell | Yosys count |
|---|---|
| xor+xnor | 3 |
| simple gates | 12 |
| compound gates | 4 |
| buf+inv | 2 |
repair_timing:
action | 4_1_cts | 5_1_grt
pin swaps | 5 | 3
setup endpoints to repair | 3 | 1
resized | 39 | 4
hold buffers | 0 | 0
layer usage:
layer	share of wire (%)	wire (µm)	vias to the layer above	GRT usage (%)
li1	-	-	107	-
met1	47	323	89	2.83
met2	27	183	11	2.73
met3	26	178	0	2.39
met4	0	0	0	0
met5	0	0	-	0
cell type report:
cell class / count / area [µm²] / area share (%)
Multi-Input combinational cell: 19 / 190 / 54.3
Tap cell: 46 / 57.6 / 16.4
Timing Repair Buffer: 12 / 103 / 29.3
worst max-delay path by stage:
stage / to / cells after the start / from / slack, ps
final: D[0] / 5 / Q[0] / 150
after global routing: D[0] / 5 / Q[0] / 40
after CTS: D[1] / 4 / Q[3] / 1
power by group:
| part | internal, µW | switching [µW] |
|---|---|---|
| logic | 25.0 | 25.0 |
| clock network | 0 | 0 |
| registers | 0 | 0 |
| total | 25.0 | 25.0 |
Power figures rest on the tool's default switching activity, not on a simulated workload.
